<file path="./design.v">
module mux
(
a, b, sel, data_out
);
	input wire[63:0] a;
	input wire[63:0] b;
	input sel;
	output reg[63:0] data_out;
	always @(sel or a or b)
	begin
		if(sel == 0)
			data_out = a;
		else
			data_out = b;
	end
endmodule
</file>
<file path="./run.sh">
#!/bin/bash
# OpenROAD 26Q1-2900-gdf79404cd8, Yosys 0.63+post, stock flow scripts
make -C /OpenROAD-flow-scripts/flow DESIGN_CONFIG=/design/flow/config.mk WORK_HOME=/design/flow/orfs finish
</file>
<file path="./config.mk">
export PLATFORM = sky130hd
export DESIGN_NAME = mux
export DESIGN_NICKNAME = mux
export VERILOG_FILES = /design/flow/design.v
export SDC_FILE = /design/flow/constraint.sdc
export NUM_CORES = 4
export LEC_CHECK = 1
export CORE_AREA = 10 10 84 84
export DIE_AREA = 0 0 94 94
</file>
<file path="./constraint.sdc">
current_design mux

set clk_period 1.0
set clk_io_pct 0.2

create_clock -name clk0 -period $clk_period

set non_clock_inputs [all_inputs -no_clocks]
set_input_delay [expr $clk_period * $clk_io_pct] -clock clk0 $non_clock_inputs
set_output_delay [expr $clk_period * $clk_io_pct] -clock clk0 [all_outputs]
</file>
==> design notes <==
For this run, the register share of the synthesized area comes to 0%. Per the placement log, port buffering inserted 193 buffers. The run gives 0 for the number of maximum-capacitance constraint violations. Per STA, the worst path is made up of buf_16 > buf_16 > buf_12 > mux2_4 > buf_2.

The logs give 17 for the iteration-0 DRC count of the detailed router and 71 for the number of standard cells after synthesis. The wire-length estimate of the detail-placed layout is 6070 µm. In the floorplan report the effective utilization is 20.7%. The fraction of post-synthesis cell area in the top cell type by area was 83.6%. The cell seen most often among critical-path stages was sky130_fd_sc_hd__buf_16. Per the timing report, the achievable frequency comes out to 0.843 GHz.

The most repeated cell in the gate-level netlist after synthesis was sky130_fd_sc_hd__mux2_4. Setup violations remaining at the end of the flow were counted as 64. Per the OpenROAD floorplan log, the area of the core is 5200 µm². The switching component of the power was reported as 300 µW.

The register cell area after layout was 0 µm². The area added between synthesis and finish is 192%. The tools report the category of the worst setup path capture point as an output pin. With the final weighted congestion of routability-driven global placement at 0.823, the internal cell power is 980 µW. The average instance in the mapped netlist occupies 15.2 µm².

Global routing consumed, over all layers together, 13.8% of the routing resources. The count of clock buffers in the final design is 0. Per the OpenROAD floorplan log, the area of the die is 8840 µm². Per the STA report, the cell with the highest stage delay on the worst path is sky130_fd_sc_hd__mux2_4. In the final routed layout, each cell accounts on average for 20.4 µm. The detailed-route via count is 1322, and the power per cell area is 407 nW/µm².

The logs give -186 ps for the final worst-path setup slack and 1 for the number of warnings reported in the yosys synthesis log. The number of pins with negative max-slew slack in the final report is 0, and the wire length after detailed routing is 6920 µm. The floorplan report gives the top-level pin count as 193. The arrival time of data at the worst endpoint is listed as 990 ps. The checks that failed: setup timing. The critical path contains buffers and inverters numbering 4 combined. The clock share of power came out at 0%. For the filler cell count in the final layout, the log shows 493.

The cell type with the highest aggregate area in the netlist was sky130_fd_sc_hd__mux2_4. The most critical min-delay path falls under input pin to output pin. The total global routing overflow was 0; the share of power burned in combinational logic was 100.0%. The first global-routing pass estimated 9240 µm of wire. The worst path needs 1190 ps of the cycle, external delays included.

Prior to clock tree synthesis, the placed netlist has a worst setup slack of -541 ps. For this run, the detailed router reports a per-instance via density of 3.90. The first detailed-routing pass ran for 2 iterations. The critical path is of the input pin to output pin type.

Measured along the y axis, the die boundary spans 94 µm. The number of endpoints with negative hold slack in the final report is 0. The flow ran to the end, but the final reports show violations.

Number of global-route vias before repair: 1507. Measured against its own limit, the worst slew margin works out to 93.9%. Type of origin of the critical path: an input pin.

The commonest cells after synthesis are sky130_fd_sc_hd__mux2_4 (60), sky130_fd_sc_hd__buf_12 (6), sky130_fd_sc_hd__mux2_2 (4), sky130_fd_sc_hd__buf_6 (1). The run gives 0% as the part of the total power dissipated in sequential elements. Per STA, the highest per-stage delay on the worst path measures 280 ps. For this run, the share of the core covered by cells in the final layout is 60.4%. The final layout contains a sequential cell count of 0. Per the timing report, the biggest fanout along the worst path comes to 5. Setup repair after global routing could not meet its margin everywhere. The count of antenna diodes in the layout is 0, and the data required time at the worst endpoint is 800 ps. Row generation in the floorplan step produced 26 rows.

Of the cells placed in the final design, the portion with a size suffix greater than 1 is 52.4%. The actual slew at the worst max-slew pin is 90.9 ps. In this run the remaining antenna-violating nets after routing total 0. By area the synthesized netlist is led by sky130_fd_sc_hd__mux2_4 (84%), sky130_fd_sc_hd__buf_12 (11%), sky130_fd_sc_hd__mux2_2 (4.2%), sky130_fd_sc_hd__buf_6 (1.0%). The run gives 4 for the number of distinct library cells after synthesis. With the number of hold buffers added after CTS at 0, the cell count listed in synth_stat.txt is 71. The cell class contributing the biggest share of worst-path delay is buffers and inverters. The tools report the initial antenna violation count as 0. For this run, the chip area from Yosys synthesis comes to 1080 µm². The number of warnings reported in the stage logs is 35.

Final clock period utilization by the worst path: 119%. TritonRoute reported its final design rule violation total as 0. The mapped netlist covers 1080 µm². The worst-case IR drop observed on VDD is 0.000168 V. For this design the static power due to leakage is 1.74 nW. Entering global routing, the biggest net connects 11 pins. Measured along the x axis, the die boundary spans 94 µm. The script computed the net switching share of total power as 23.5%.
## power by group through the flow
stage     sequential (mW)  clock [mW]  combinational, mW
4_1_cts                 0           0               1.22
6_report                0           0               1.28
5_1_grt                 0           0               1.36
## worst paths after layout
path | startpoint | slack (ps) | depth (start not counted) | end
setup / recovery | sel | -190 | 5 | data_out[17]
hold / removal | b[0] | 700 | 3 | data_out[0]
## stage by stage
stage	hold WS (ps)	std cells	area, µm²	power, mW	TNS [ps]
finish	698	339	3150	1.28	-6420
global route	714	339	3150	1.36	-7390
global placement	1330	331	3040	1.34	-32060
CTS	798	336	2970	1.22	-8470
detailed placement	1330	331	3040	1.34	-31870
floorplan	498	71	1080	0.408	0
## what timing repair did
| action | CTS | global route |
|---|---|---|
| gates cloned | 4 | 3 |
| hold endpoints to repair | 0 | 0 |
| setup buffers | 1 | 0 |
| gates resized | 368 | 24 |
| endpoints found under the setup margin | 64 | 64 |
## tightest hold or removal path, stage by stage
cell and delay [ps]:
sky130_fd_sc_hd__dlymetal6s2s_1 80, sky130_fd_sc_hd__mux2_4 140, sky130_fd_sc_hd__buf_6 80
## per-layer routing
metal | track usage [%] | part of all wire (%)
met5 | 0 | 0
met4 | 0.380 | 0
met1 | 13.0 | 31
met3 | 5.90 | 11
met2 | 27.8 | 58
## area by class of cell
| type | instances | area (µm²) | share of cell area [%] |
|---|---|---|---|
| tap | 70 | 87.6 | 2.78 |
| multi-input combinational | 64 | 957 | 30.4 |
| timing repair buffer | 205 | 2100 | 66.8 |
## layout by cell type (no fill, tap or decap)
cell type and instances:
sky130_fd_sc_hd__clkdlybuf4s50_1 4, sky130_fd_sc_hd__mux2_2 1, sky130_fd_sc_hd__clkbuf_2 2, sky130_fd_sc_hd__dlygate4sd2_1 118, sky130_fd_sc_hd__clkbuf_16 3, sky130_fd_sc_hd__buf_2 11, sky130_fd_sc_hd__buf_6 51, sky130_fd_sc_hd__buf_12 5
sky130_fd_sc_hd__buf_16 5, sky130_fd_sc_hd__dlymetal6s2s_1 6, sky130_fd_sc_hd__mux2_4 63
## cell families after synthesis
family | count (synthesis) | share of synthesized area [%]
buffers and inverters | 7 | 12.2
muxes | 64 | 87.8
Power and IR drop assume default switching activity.
