File: ./constraint.sdc
current_design registerFile

set clk_period 17.1
set clk_io_pct 0.2

create_clock -name clk0 -period $clk_period [get_ports {clk}]

set non_clock_inputs [all_inputs -no_clocks]
set_input_delay [expr $clk_period * $clk_io_pct] -clock clk0 $non_clock_inputs
set_output_delay [expr $clk_period * $clk_io_pct] -clock clk0 [all_outputs]
File: ./run.sh
#!/bin/bash
# OpenROAD 26Q1-2900-gdf79404cd8, Yosys 0.63+post, stock flow scripts
make -C /OpenROAD-flow-scripts/flow DESIGN_CONFIG=/design/flow/config.mk WORK_HOME=/design/flow/orfs finish
File: ./config.mk
export PLATFORM = sky130hd
export DESIGN_NAME = registerFile
export DESIGN_NICKNAME = registerFile
export VERILOG_FILES = /design/flow/design.v
export SDC_FILE = /design/flow/constraint.sdc
export NUM_CORES = 4
export LEC_CHECK = 1
export CORE_UTILIZATION = 30
File: ./design.v
module registerFile
(
	input [4:0] RS1,
	input [4:0] RS2,
	input [4:0] RD,
	input RegWrite, 
	input clk,
	input reset,
	input [63:0] WriteData,
	output reg [63:0] ReadData1,
	output reg [63:0] ReadData2
);
reg [63:0] Registers [31:0];
initial
  begin 
  Registers[0] = 64'd0;
  Registers[1] = 64'd1;
  Registers[2] = 64'd2;
  Registers[3] = 64'd3;
  Registers[4] = 64'd4;
  Registers[5] = 64'd5;
  Registers[6] = 64'd6;
  Registers[7] = 64'd7;
  Registers[8] = 64'd8;
  Registers[9] = 64'd9;
  Registers[10] = 64'd10;
  Registers[11] = 64'd11;
  Registers[12] = 64'd12;
  Registers[13] = 64'd13;
  Registers[14] = 64'd14;
  Registers[15] = 64'd15;
  Registers[16] = 64'd16;
  Registers[17] = 64'd17;
  Registers[18] = 64'd18;
  Registers[19] = 64'd19;
  Registers[20] = 64'd20;
  Registers[21] = 64'd21;
  Registers[22] = 64'd22;
  Registers[23] = 64'd23;
  Registers[24] = 64'd24;
  Registers[25] = 64'd25;
  Registers[26] = 64'd26;
  Registers[27] = 64'd27;
  Registers[28] = 64'd28;
  Registers[29] = 64'd29;
  Registers[30] = 64'd30;
  Registers[31] = 64'd31;
end
always @ (posedge clk)
begin
	if (RegWrite == 1)
		begin
			Registers[RD] = WriteData;
		end
end
always @ (RS1 or RS2 or reset)
begin
	if (reset == 1)
		begin
			ReadData1 = 64'd0;
			ReadData2 = 64'd0;
		end
	if (reset == 0)
		begin
			ReadData1 = Registers[RS1];
			ReadData2 = Registers[RS2];
		end	
end
endmodule
==> qor.txt <==
status -> finished clean
Cell Area, Synth -> 94240 um^2
Syn Area/Cell -> 20.36 um^2
DR DRC count -> 0
fin. max-slew vios -> 0
vias in the first global route -> 59681
Final Cycle Share -> 67.00%
routed vias/inst -> 5.712
Die X -> 562.5 um
row cnt -> 205
final antenna-violating net count -> 0
Die H -> 562.5 um
internal power -> 0.008585 W
max-cap violations -> 0
critical path fanouts, max -> 52
grt total ovfl -> 0
tool warnings -> 26
Core Util at FP -> 30.19%
layout cells sized above 1 -> 34.71%
Largest register FFs -> 2048
minimum clock period -> 11.46 ns
power share of the combinational group -> 9.0%
initial antenna violation count -> 21
CTS Buf Count -> 212
most instantiated logic cells after routing -> 2048 x edfxtp_1, 936 x mux4_2, 339 x buf_4, 241 x mux2i_1, 216 x clkbuf_16
Hold Buf Count CTS -> 0
crit path kind -> in -> out
Power Dens Cells -> 102.1 nW/um^2
via count -> 53480
setup TNS -> 0 ns
cell count in the Yosys report -> 4628
cell mode on critical path -> buf_4
Synth flops -> 2048
global-route wire length before repair -> 454600 um
ys flop type -> edfxtp_1
Synth Warn # -> 1
clock-pin slew on the worst setup and hold paths -> 0.06 ns
worst-case vdd ir drop -> 114.4 uV
RSZ-0062 raised after global routing -> no
largest net degree at the start of global routing -> 86
Post-DP HPWL -> 195600 um
switch share -> 23.14%
highest clock rate -> 87.28 MHz
TritonCTS Sinks -> 2048
Worst Tran Pin Value -> 1.186 ns
Commonest Layout Cell -> edfxtp_1
IO Count -> 210
Rel. slew slack -> 20.21%
asr flop ratio synth -> 0%
Die ar. -> 316400 um^2
root buffer cell -> clkbuf_16
CTS tree -> done
P_sw -> 0.002584 W
Worst setup EP type -> output pin
final hold violations -> 0
Slowest Stage Delay on Critical Path -> 0.83 ns
Post-CTS Setup Inserts -> 0
YS chip area -> 94240 um^2
Post-synth EDFFs -> 2048
Synth Seq Share -> 65.26%
post_cts resized -> 0
First-pass DRT Iterations -> 7
H-tree levels -> 4
GR Util All Layers -> 22.16%
Starting DRT DRC Count -> 3641
Crit path required time -> 13.68 ns
Avg WL per Cell -> 34.80 um
worst hold-check path type -> in -> reg
Critical Path AT -> 8.04 ns
Post-Route WL -> 325800 um
Leak -> 33.93 nW
Seq pwr share -> 50.2%
Tot Pwr -> 0.01117 W
Max Root-Sink Buffers -> 3
Worst path slowest cell -> nor4b_1
PortBufs -> 209
sequence of cells on the critical path -> buf_8 -> buf_4 -> buf_4 -> buf_4 -> mux4_2 -> o22ai_1 -> o21ai_0 -> nor4b_1 -> clkdlybuf4s50_1
Setup violations, final -> 0
Clock power frac -> 40.8%
CP Launch Type -> input pin
Post-Syn Instances -> 4628
Core Box Area -> 312200 um^2
Filler cells -> 28316
GPL Wtd Cong -> 0.8794
area grow syn2layout -> 16.14%
distinct lib cells -> 54
==> critical path: cells and delay by family <==
kind	cells	cell delay (ns)
AND-OR/OR-AND	2	0.31
buffers and inverters	5	2.93
multiplexers	1	0.35
AND/OR/NAND/NOR	1	0.83
==> power by group through the flow <==
stage	registers, W	logic (W)	clock network [W]
4_1_cts	0.00561	0.00101	0.00462
5_1_grt	0.00561	0.00107	0.00479
6_report	0.00561	0.00101	0.00455
==> final timing paths <==
| kind | cells past startpoint | from | end |
|---|---|---|---|
| worst min-delay path | 2 | WriteData[6] | Registers[28][6]$_DFFE_PP_ |
| worst max-delay path | 9 | RS2[1] | ReadData2[52] |
==> layout make-up <==
cell class / instances / area, um^2 / area share, %
flip-flops and latches: 2048 / 61500 / 56.19
multi-input cells: 2214 / 31080 / 28.39
clock buffers: 261 / 5574 / 5.093
well taps: 4140 / 5180 / 4.733
repair buffers: 558 / 4877 / 4.456
clock inverters: 129 / 1206 / 1.102
inverters: 5 / 18.77 / 0.01715
diodes: 7 / 17.52 / 0.01600
==> synthesized netlist by cell type (16+ instances only) <==
cell       number  share of area (%)
a211oi_1       50               0.40
a22o_1         19               0.18
a22oi_1        90               0.72
buf_1          25               0.10
buf_2         104               0.55
buf_4          76               0.61
buf_6          34               0.41
clkbuf_1      122               0.49
edfxtp_1     2048                 65
mux2_2        142                1.7
mux2i_1       241                2.6
mux4_2        936                 22
nand2_1        81               0.32
nor2_1        102               0.41
nor2b_1        52               0.35
nor4_1         88               0.58
nor4b_1        16               0.15
o2111ai_1      16               0.15
o21ai_0        16              0.085
o22ai_1       195                1.3
==> logic make-up after synthesis <==
family,synth area share [%]
compound gates,3.530
flops,65.26
mux,26.64
simple gates,2.408
buf+inv,2.169
==> metal layers <==
metal  global-route usage, %  routed length [um]  vias up
met3                   19.64               65270      794
li1                        -                   -    21171
met5                   2.093                 850        -
met4                   7.943               15240       44
met2                   32.48              149400     4296
met1                   22.22               95010    27175
==> through the flow <==
step	setup slack [ns]	hold slack (ns)	utilization, %	instance area [um^2]	instances
after floorplan	8.612	3.519	-	94240	4628
after global placement	5.659	4.248	32.89	102700	8965
after detailed placement	5.666	4.247	32.89	102700	8965
after CTS	5.667	3.316	35.06	109400	9355
after global routing	5.390	3.361	35.06	109400	9355
final	5.642	3.376	35.06	109500	9362
Power is estimated from default activity; no workload was simulated.
