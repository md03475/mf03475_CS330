==> flow/run.sh <==
#!/bin/bash
# OpenROAD 26Q1-2900-gdf79404cd8, Yosys 0.63+post, stock flow scripts
make -C /OpenROAD-flow-scripts/flow DESIGN_CONFIG=/design/flow/config.mk WORK_HOME=/design/flow/orfs finish
==> flow/config.mk <==
export PLATFORM = sky130hd
export DESIGN_NAME = Instruction_Fetch
export DESIGN_NICKNAME = Instruction_Fetch
export VERILOG_FILES = /design/flow/design.v
export SDC_FILE = /design/flow/constraint.sdc
export NUM_CORES = 4
export LEC_CHECK = 1
export CORE_AREA = 10 10 70 70
export DIE_AREA = 0 0 80 80
==> flow/constraint.sdc <==
current_design Instruction_Fetch

set clk_period 1.0
set clk_io_pct 0.2

create_clock -name clk0 -period $clk_period [get_ports {clk}]

set non_clock_inputs [all_inputs -no_clocks]
set_input_delay [expr $clk_period * $clk_io_pct] -clock clk0 $non_clock_inputs
set_output_delay [expr $clk_period * $clk_io_pct] -clock clk0 [all_outputs]
==> flow/design.v <==
module Instruction_Memory
(
  input [63:0] Inst_Address,
  output reg [31:0] Instruction
);
  reg [7:0]Instruction_Memory[15:0];
  initial
    begin
        Instruction_Memory[0] = 8'b10000000;
        Instruction_Memory[1] = 8'b01010100;
        Instruction_Memory[2] = 8'b01000000;
        Instruction_Memory[3] = 8'b01000011;
        Instruction_Memory[4] = 8'b10000010;
        Instruction_Memory[5] = 8'b00000110;
        Instruction_Memory[6] = 8'b00011010;
        Instruction_Memory[7] = 8'b01111110;
        Instruction_Memory[8] = 8'b10010000;
        Instruction_Memory[9] = 8'b10010100;
        Instruction_Memory[10] = 8'b01010100;
        Instruction_Memory[11] = 8'b00110000;
        Instruction_Memory[12] = 8'b00110011;
        Instruction_Memory[13] = 8'b00101000;
        Instruction_Memory[14] = 8'b11010101;
        Instruction_Memory[15] = 8'b00111110;
    end
    always @(Inst_Address)
    begin
      Instruction = {Instruction_Memory[Inst_Address[3:0]+3],Instruction_Memory[Inst_Address[3:0]+2],Instruction_Memory[Inst_Address[3:0]+1],Instruction_Memory[Inst_Address[3:0]]};
    end
endmodule
module Adder
(
	input [63:0]a,
	input [63:0]b,
	output reg[63:0] out
);
always@(*)
begin
	out = a+b;
end
endmodule
module Instruction_Fetch
(
input clk,
input reset,
output wire [31:0] Instruction
);
wire [63:0] PC_Out;
wire [63:0] Adder_Out;
Adder a
	(
		.a(PC_Out),
		.b(64'd4),
		.out(Adder_Out)	
	);
Instruction_Memory m
	(
		.Inst_Address(PC_Out),
		.Instruction(Instruction)	
	);
Program_Counter p
	(
		.clk(clk),
		.reset(reset),
		.PC_In(Adder_Out),
		.PC_Out(PC_Out)	
	);
endmodule
module Program_Counter
(
	input clk,
	input reset,
	input [63:0] PC_In,
	output reg [63:0] PC_Out
);
initial
	PC_Out = 64'd0;
	always @ (posedge clk)
	begin
	if (reset == 1)
		PC_Out = 64'd0;
	else
		PC_Out = PC_In;
	end
endmodule
==> impl_metrics.json <==
{
  "vias": 316,
  "setup_viol": 26,
  "drc": 0,
  "die_h_um": 80,
  "finalHoldViolCount": 0,
  "largest_reg_flops": 2,
  "place_ws_ps": -441,
  "hold_start": "reset",
  "syn-cell-area_um2": 333,
  "cts.sinks": 2,
  "hold_path.class": "input pin to register",
  "r2r_start": "p.PC_Out[3]",
  "synth_flop_count": 2,
  "r2r_slack_ps": 50,
  "setup_ws_ps": -377,
  "grt_max_degree": 5,
  "grt_pass1_wl_um": 1540,
  "floorplan.core_util_pct": 9.74,
  "clock_latency_ps": 230,
  "ys_types": 8,
  "cts_tree": "built",
  "cts_hold_buf": 0,
  "grt_pass1_vias": 341,
  "area_growth_pct": 144,
  "worstRegToRegCells": 4,
  "grt_antenna_before_repair": 0,
  "crit_arrival_ps": 1180,
  "cap_violations": 0,
  "worstPathMaxFanout": 3,
  "drt-initial-drc-count": 1,
  "p_per_area_nw_per_um2": 832,
  "start_kind": "register",
  "grt-ovfl-total": 0,
  "tns_ps": -6500,
  "fin_cells": 118,
  "io_pins": 34,
  "dpl.hpwl_um": 802,
  "rsz0062_at_grt": "yes",
  "fin_util_pct": 23.8,
  "area_leaders": "buf_4 (45%), ha_1 (30%), dfxtp_1 (12%), inv_1 (6.8%), nor2b_1 (1.9%)",
  "hold_ws_ps": 566,
  "maxSlewViolCount": 0,
  "core_um2": 3420,
  "violations": "setup timing",
  "dr.pass1.iters": 2,
  "min_path_cells": 2,
  "yosys_area_um2": 333,
  "clockRootBuffer": "clkbuf_4",
  "gp_congestion": 0.713,
  "drive_gt1_share_pct": 83.3,
  "outcome": "complete, but fails checks",
  "die_area_um2": 6400,
  "yosysTopAreaCellShare_pct": 45.1,
  "clk_pin_slew_ps": 40,
  "fillers": 354,
  "required_ps": 800,
  "detail-route-antenna-nets": 0,
  "yosysTopAreaCell": "buf_4",
  "fin_crit_ps": 1380,
  "avgSynthCellArea_um2": 8.32,
  "cp-end-kind": "output port",
  "synth_seq_share_pct": 12.0,
  "route.antenna.diode_count": 0,
  "grt.total_usage_pct": 2.91,
  "reg2reg_to": "p.PC_Out[3]",
  "hold_path_end": "p.PC_Out[2]",
  "wire_per_inst_um": 9.26,
  "warnings": 34,
  "leakagePower_nw": 0.369,
  "yosysCellCount": 40,
  "dp_cells": 105,
  "path_class": "register to output port",
  "peakVddDrop_v": 0.000282,
  "fmax_ghz": 0.726,
  "ys.warnings.count": 3,
  "port_buffers": 27,
  "period_used_pct": 138,
  "rows": 21,
  "dieWidth_um": 80,
  "syn_inst": 40,
  "viasPerCell": 2.68,
  "cts_max_level": 1,
  "wl_um": 1090,
  "numCtsBuffers": 3,
  "skew_ps": 7.64,
  "cts.path.max_buffers": 2
}
[cell type report]
class	count	area, um^2	area share [%]
clock buffers	4	26.3	3.24
inverters	6	30.0	3.70
multi-input cells	17	246	30.4
flip-flops and latches	2	47.5	5.86
well taps	46	57.6	7.09
repair buffers	43	404	49.8
[per-layer routing]
layer | vias up | track usage, % | part of all wire (%)
met5 | - | 0 | 0
met4 | 0 | 0.704 | 0
met3 | 0 | 3.07 | 20
met2 | 23 | 4.57 | 47
met1 | 141 | 2.51 | 32
li1 | 152 | - | -
[where the power goes]
group	internal (mW)	switching, mW
Sequential	0.0882	0.0130
Combinational	0.256	0.118
Clock	0.149	0.0518
Total	0.493	0.183
[what timing repair did]
item / in CTS / in global routing
resized: 115 / 11
setup buffers: 7 / 3
endpoints found under the setup margin: 26 / 27
cloned: 0 / 0
pin swaps: 5 / 1
[stage by stage]
step           cell area (um^2)  power (mW)
3_5_place_dp                589       0.365
5_1_grt                     812       0.737
4_1_cts                     738       0.641
3_3_place_gp                589       0.365
6_report                    812       0.676
2_1_floorplan               359       0.205
[placed cells by master (no fill, tap or decap)]
master | Yosys | final
buf_6 | 0 | 27
buf_2 | 0 | 10
ha_4 | 0 | 8
conb_1 | 1 | 6
inv_2 | 0 | 4
clkbuf_4 | 0 | 3
buf_4 | 20 | 3
dlygate4sd2_1 | 0 | 2
dfxtp_4 | 0 | 2
inv_4 | 0 | 1
inv_6 | 0 | 1
or2_1 | 1 | 1
nor2b_4 | 0 | 1
nor2_1 | 1 | 1
clkbuf_1 | 0 | 1
clkdlybuf4s50_1 | 0 | 1
[how the worst max path moves through the flow]
stage / startpoint / end / slack, ps / cells past startpoint
CTS: p.PC_Out[3] / Instruction[12] / -390 / 5
global route: p.PC_Out[3] / Instruction[12] / -440 / 5
finish: p.PC_Out[3] / Instruction[12] / -380 / 5
[worst max-delay path, cell delays in order, from the launching register on]
cell and delay, ps:
dfxtp_4 360, inv_4 40, buf_6 110, ha_4 150
or2_1 190, buf_2 110
[synthesized netlist by cell type]
| cell | count |
|---|---|
| nor2_1 | 1 |
| or2_1 | 1 |
| conb_1 | 1 |
| ha_1 | 8 |
| inv_1 | 6 |
| dfxtp_1 | 2 |
| nor2b_1 | 1 |
| buf_4 | 20 |
[cell families (layout without fill, tap and decap cells)]
logic type    after synthesis  after routing  share of synthesized area [%]
buf+inv                    26             53                           51.9
fa+ha+maj                   8              8                           30.1
simple gates                3              3                           4.89
flops                       2              2                           12.0
other cells                 1              6                           1.13
Power figures rest on the tool's default switching activity, not on a simulated workload.
